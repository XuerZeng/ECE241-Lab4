--- flow/config.mk ---
export PLATFORM = sky130hd
export DESIGN_NAME = part3
export DESIGN_NICKNAME = part3
export VERILOG_FILES = /design/flow/design.v
export SDC_FILE = /design/flow/constraint.sdc
export NUM_CORES = 4
export LEC_CHECK = 1
export CORE_AREA = 10 10 70 70
export DIE_AREA = 0 0 80 80
--- flow/constraint.sdc ---
current_design part3

set clk_period 1.2
set clk_io_pct 0.2

create_clock -name clk0 -period $clk_period [get_ports {clock}]

set non_clock_inputs [all_inputs -no_clocks]
set_input_delay [expr $clk_period * $clk_io_pct] -clock clk0 $non_clock_inputs
set_output_delay [expr $clk_period * $clk_io_pct] -clock clk0 [all_outputs]
--- flow/design.v ---
module part3(clock, reset, ParallelLoadn, RotateRight, ASRight, Data_IN, Q);
	input [7:0] Data_IN;
	input reset;
	input clock;
	input ParallelLoadn;
	input RotateRight;
	input ASRight;
	output [7:0] Q;
	wire [7:0] store;
	assign store = Q;
	wire m;
	mux2to1 u0 (store[0],store[7],ASRight,m);
	rotating bit0(store[1], store[7], clock, reset, ParallelLoadn, RotateRight, Data_IN[0], Q[0]);
	rotating bit1(store[2], store[0], clock, reset, ParallelLoadn, RotateRight, Data_IN[1], Q[1]);
	rotating bit2(store[3], store[1], clock, reset, ParallelLoadn, RotateRight, Data_IN[2], Q[2]);
	rotating bit3(store[4], store[2], clock, reset, ParallelLoadn, RotateRight, Data_IN[3], Q[3]);
	rotating bit4(store[5], store[3], clock, reset, ParallelLoadn, RotateRight, Data_IN[4], Q[4]);
	rotating bit5(store[6], store[4], clock, reset, ParallelLoadn, RotateRight, Data_IN[5], Q[5]);
	rotating bit6(store[7], store[5], clock, reset, ParallelLoadn, RotateRight, Data_IN[6], Q[6]);
	rotating bit7(m, store[6], clock, reset, ParallelLoadn, RotateRight, Data_IN[7], Q[7]);	
endmodule
module rotating(left, right, clock, reset, parallel, loadleft, data, Q);
	input data, right, left, clock, reset, parallel, loadleft;
	output Q;
	wire [1:0] connect;
	mux2to1 r0(right, left, loadleft, connect[0]);
	mux2to1 r1(data, connect[0], parallel, connect[1]);
	flipflop r2(connect[1], Q, clock, reset);
endmodule
module mux2to1(x,y,s,m);
	input x; 
    	input y; 
    	input s; 
    	output m; 
    	assign m = (s & y) | (~s & x);
endmodule
module flipflop(d,q,clock,reset);
	input d,clock,reset;
	output q;
	reg temp;
	always @(posedge clock)
	begin
		if(reset == 1)
			temp<=1'b0;
		else
			temp<=d;
	end
	assign q = temp;
endmodule
--- flow/run.sh ---
#!/bin/bash
# OpenROAD 26Q1-2900-gdf79404cd8, Yosys 0.63+post, stock flow scripts
make -C /OpenROAD-flow-scripts/flow DESIGN_CONFIG=/design/flow/config.mk WORK_HOME=/design/flow/orfs finish
==> run notes <==
Status of the implementation.

- Of the available clock period, the critical path in the final layout requires 89.63%.
- Summed over all layers, the routed wires come to 1.249 mm.
- The area growth from synthesis to final layout is 60.34%, for reference.
- The floorplan step defined a core boundary enclosing roughly 3400 um2.
- For this run the aggregate overflow at the end of global routing stands at 0.
- The number of failing hold endpoints at the final stage is 0, for reference.
- The count of TritonRoute iterations in the first routing pass is 2, for reference.
- Per the OpenROAD floorplan log, the area of the die is 6400 um2.
- The register-to-register path setup slack is about 0.34 ns, for reference.
- In the final routed layout, each cell accounts on average for roughly 11 um.
- Entering global routing, the biggest net connects 18 pins.
- TritonCTS built the clock tree.
- The count of standard-cell rows is 21, for reference.
- Across all hold checks on the routed design, the worst slack comes to 0.5469 ns.
- The root cell of the clock tree is clkbuf_4, for reference.
- The via count of the first global-routing pass is between 400 and 500.
- The total power divided by cell area is about 920 nW/um2, for reference.
- Post-synthesis, Yosys gives the total cell area as roughly 450 um2.
- Using the TritonRoute via totals, the vias-per-cell ratio works out to 3.523.
- The static leakage is around 0.0003 uW, for reference.
- The flow ran to the end, and the final reports show no timing, DRC or antenna violations.
- The cell count after synthesis is roughly 46, for reference.
- For this run, design rule violations remaining after detail routing come to 0.
- The critical path endpoint has a required time of 1.33 ns.
- The number of H-tree levels is 1, for reference.
- 0 antenna diodes ended up in the layout.
- According to the CTS report, the clock sink count is 8.
- On the critical path, the stage with the largest delay is an instance of clkdlybuf4s50_1.
- In this run the worst setup path begins at RotateRight.
- The startpoint identified for the worst hold timing path is bit4.r2.temp.
- By instance count after routing, the leading logic cell types are clkdlybuf4s50_1 (12), mux2i_1 (8), dfxtp_2 (8), dlygate4sd2_1 (8).
- The routability-driven placement congestion ratio is 0.7717, for reference.
- The number of different library cells used by synthesis comes to 11.
- Of the total power, combinational logic draws 24.3%.
- Along the worst path, the maximum fanout reaches 9.
- The type of the worst min-delay path is reg -> reg, for reference.
- Counting the warning lines in the Yosys log gives 1.
- The internal power component is 511.1 uW, for reference.
- The count of endpoints failing setup in the final report is 0, for reference.
- The sequential fraction of the synthesis area is between 30% and 40%, for reference.
- The residual antenna-violating net count after detailed routing is 0, for reference.
- The tool warning count for the run is 25.
- The instance count along the most critical hold path is 2, for reference.
- The total number of vias is about 390, for reference.
- The longest incremental delay of any stage on the critical path is reported as between 0.5 and 0.6 ns.
- In this run the mean area of a mapped cell was between 9 and 10 um2.
- Looking at the power breakdown, the clock network takes a little under a third of the total.
- The area of all placed cells without fillers is ~700 um2, for reference.
- The number of cells in Yosys stat is 46, for reference.
- The overall global routing resource usage is ~4.2%, for reference.
- The worst setup path is of the in -> reg kind.
- TritonCTS created 3 clock buffers.
- STA on the placed design reports a worst setup slack of -0.1204 ns.
- The post-CTS hold buffer count recorded in the log is 0.
- Between clock sinks in the finished design, the worst skew comes to ~0.0045 ns.
- The number of slew-limit violations in the final report is 0, for reference.
- CTS reports a maximum clock tree buffer depth of 2.
- According to the timing report, the arrival time at the worst endpoint equals ~1.2 ns.
- Setup repair after global routing left no endpoint under its margin.
- The sequential power share is a little under half, for reference.
- The final report gives the core utilization as a little over a fifth.
- The transition time at the pin with the least slew margin is approximately 0.17 ns, for reference.
- The switching power as a share of total power is around 23%, for reference.
- The depth of the worst register-to-register path is 3, for reference.
- The clock period could shrink to ~1.1 ns.
- The initial antenna violation count is 0, for reference.
- The peak clock frequency supported by timing is 929.8 MHz, for reference.
- The endpoint type of the worst setup path is a register, for reference.
- Counting the fill cells in the layout gives between 300 and 400.
- The headroom to the max-slew limit is 88.19%, for reference.
- The width of the die is approximately 80 um, for reference.
- The kind of start point of the critical path is an input port, for reference.
- The worst VDD IR drop from the latest analysis is ~0.45 mV.
- Pin placement for this block handled 21 I/O pins.
- The pre-placement core utilization is 13.11%, for reference.
- The run reported a max-capacitance violation count of 0.
- Summing every instance area after synthesis gives around 450 um2.
- The clock network latency to the later pin of the worst-skew pair is about 0.25 ns, for reference.
- In this run the power spent charging and discharging nets is about 150 uW.
- The most frequent standard cell in the layout excluding fill and tap cells is clkdlybuf4s50_1, for reference.
- Yosys reported a register bit count of 8.
- The placement report lists the number of port buffers as 20.
- The final HPWL from detailed placement is around 1 mm, for reference.
- The final worst setup slack is ~0.12 ns, for reference.
- The first-pass GRT wire length is about 2.1 mm, for reference.
- Walking the worst path, the cells encountered are clkdlybuf4s50_1 > buf_12 > mux2i_1 > a211oi_1.
- The die is 80 um tall.
- The endpoint of the worst hold path is bit5.r2.temp, for reference.
- The cell area after placement is 658.1 um2, for reference.
- Per the final layout report, the fraction of cells sized above drive strength 1 comes to 29.23%.
- For reference, the clock transition at the flip-flops on the worst setup and hold paths is approximately 0.05 ns.
- The violation count after the first detailed-routing iteration is 37, for reference.
==> through the flow <==
stage / cells / TNS (ns) / total power, uW
after floorplan: 46 / 0 / 385.0
after global routing: 111 / 0 / 710.2
after detailed placement: 103 / -0.6564 / 460.9
final: 111 / 0 / 662.1
after CTS: 111 / 0 / 669.6
after global placement: 103 / -0.6193 / 460.1
==> metal layers <==
metal  share of wire, %  global-route usage [%]  up-vias
li1                   -                       -      195
met2                 40                   5.778       21
met1                 44                   5.090      173
met4               0.80                  0.5282        0
met3                 15                   3.409        2
met5                  0                       0        -
==> power groups by stage <==
stage / sequential [uW] / combinational (uW) / clock (uW)
after CTS: 301 / 163 / 206
after global routing: 304 / 178 / 229
final: 300 / 161 / 201
==> worst max-delay path, delay by kind of cell <==
family	cells	cell delay, ns
buffers and inverters	2	0.65
muxes	1	0.22
AOI/OAI and AO/OA	1	0.09
==> Yosys cell counts <==
library cell	count	share of area, %
o221ai_1	1	2.0
clkbuf_2	1	1.1
dfxtp_1	8	36
nand4bb_1	1	2.5
buf_4	9	15
buf_6	2	5.0
nand3b_1	1	1.7
a211oi_1	7	12
nand2b_1	1	1.4
mux2i_1	8	18
nor2_1	7	5.9
==> logic make-up (layout without fill, tap and decap cells) <==
kind of cell,Yosys count,count (layout),synth area share (%)
buffers and inverters,12,31,21.23
AND-OR/OR-AND,8,8,13.69
AND/OR/NAND/NOR,10,10,11.45
flip-flops,8,8,35.75
multiplexers,8,8,17.88
==> how the worst max path moves through the flow <==
stage | depth (start not counted) | end
6_report | 4 | bit4.r2.temp
5_1_grt | 4 | bit4.r2.temp
4_1_cts | 1 | Q[4]
==> repair_timing <==
item	in CTS	in global routing
endpoints found under the setup margin	8	0
setup buffers	5	0
gates resized	16	0
==> cell type report <==
cell class | instances | area [um2] | area share (%)
multi-input cells | 26 | 192.7 | 26.83
well taps | 46 | 57.56 | 8.014
repair buffers | 28 | 275.3 | 38.33
clock buffers | 3 | 22.52 | 3.136
flip-flops and latches | 8 | 170.2 | 23.69
Power is estimated from default activity; no workload was simulated.
