<file path="/design/flow/run.sh">
#!/bin/bash
# OpenROAD 26Q1-2900-gdf79404cd8, Yosys 0.63+post, stock flow scripts
make -C /OpenROAD-flow-scripts/flow DESIGN_CONFIG=/design/flow/config.mk WORK_HOME=/design/flow/orfs finish
</file>
<file path="/design/flow/config.mk">
export PLATFORM = sky130hd
export DESIGN_NAME = hex_decoder
export DESIGN_NICKNAME = hex_decoder
export VERILOG_FILES = /design/flow/design.v
export SDC_FILE = /design/flow/constraint.sdc
export NUM_CORES = 4
export LEC_CHECK = 1
export CORE_AREA = 10 10 70 70
export DIE_AREA = 0 0 80 80
</file>
<file path="/design/flow/constraint.sdc">
current_design hex_decoder

set clk_period 1.6
set clk_io_pct 0.2

create_clock -name clk0 -period $clk_period

set non_clock_inputs [all_inputs -no_clocks]
set_input_delay [expr $clk_period * $clk_io_pct] -clock clk0 $non_clock_inputs
set_output_delay [expr $clk_period * $clk_io_pct] -clock clk0 [all_outputs]
</file>
<file path="/design/flow/design.v">
module part2(Clock, Reset_b, Data, Function, ALUout);
	input [3:0] Data;
	input Clock;
	input Reset_b;
	input [2:0] Function;
	wire [7:0] temp;
	wire [7:0] register;
	output [7:0] ALUout;
	ALU p0(Data, register[3:0], Function, temp);
	register p1(Clock, Reset_b, temp, register);
	assign ALUout = register;	
endmodule
module ALU(A,B,Function,ALUout);
	input [3:0] A;
	input [3:0] B;
	input [2:0] Function;
	reg [7:0] calc;
	output [7:0] ALUout;
	wire [4:0] adder;
	wire [3:0] carry;
	FourBitFA p0(.a(A[3:0]), .b(B[3:0]), .c_in(1'b0), .s(adder[4:0]), .c_out(carry[3:0]));
	always @(*)
		begin
			case(Function)
			    3'b000: calc = adder;
			    3'b001: calc = A + B;
			    3'b010: 
				calc = {{4{B[3]}},B};
			    3'b011: 
				begin
				    if((A>0) | (B>0))
					calc = 8'b00000001;
		    		    else
					calc = 8'b0;
				end
			    3'b100: 
				begin
				    if(&{A,B})
					calc = 8'b00000001;
		    		    else
					calc = 8'b00000000;
				end
			    3'b101: calc = B<<A;
			    3'b110: calc = A*B;
			    3'b111: calc = ALUout;
			    default: calc = 8'b0;
			endcase
		end
	assign ALUout = calc;
endmodule
module register(Clock, reset, ALUout, registor);
	input [7:0] ALUout;
	input Clock, reset;
	output [7:0] registor;
	reg [7:0] regout;
	always @(posedge Clock)
	    if(reset==0)
		regout<=8'b0;
	    else
		regout<=ALUout;
	assign registor = regout;
endmodule	
module FA(a,b,c_in,s,c_out);
	input a,b,c_in;
	output s , c_out;
	assign s=(c_in ^ a ^ b);
	assign c_out=(a&b)|(c_in&a)|(c_in&b);
endmodule
module FourBitFA(a,b,c_in,s,c_out);
	input [3:0] a,b;
	input c_in;
	output [4:0] s;
	output [3:0] c_out;
	wire c1 , c2 , c3 , c4;
	FA bit0(a[0],b[0],c_in,s[0],c1);
	FA bit1(a[1],b[1],c1,s[1],c2);
	FA bit2(a[2],b[2],c2,s[2],c3);
	FA bit3(a[3],b[3],c3,s[3],s[4]);
endmodule
module hex_decoder(c,display);
	input [3:0] c;
	output[6:0] display;
	assign c3 = c[0];
	assign c2 = c[1];
	assign c1 = c[2];
	assign c0 = c[3];
	assign display[0] = ~((~c3&~c2&~c1&~c0) + (~c3&~c2&c1&~c0) + (~c3&~c2&c1&c0) + (~c3&c2&~c1&c0) + (~c3&c2&c1&~c0) + (~c3&c2&c1&c0) + (c3&~c2&~c1&~c0) + (c3&~c2&~c1&c0) + (c3&~c2&c1&~c0) + (c3&c2&~c1&~c0) + (c3&c2&c1&~c0) + (c3&c2&c1&c0));
        assign display[1] = ~((~c3&~c2&~c1&~c0) + (~c3&~c2&~c1&c0) + (~c3&~c2&c1&~c0) + (~c3&~c2&c1&c0) + (~c3&c2&~c1&~c0) + (~c3&c2&c1&c0) + (c3&~c2&~c1&~c0) + (c3&~c2&~c1&c0) + (c3&~c2&c1&~c0) + (c3&c2&~c1&c0));
        assign display[2] = ~((~c3&~c2&~c1&~c0) + (~c3&~c2&~c1&c0) + (~c3&~c2&c1&c0) + (~c3&c2&~c1&~c0) + (~c3&c2&~c1&c0) + (~c3&c2&c1&~c0) + (~c3&c2&c1&c0) + (c3&~c2&~c1&~c0) + (c3&~c2&~c1&c0) + (c3&~c2&c1&~c0) + (c3&~c2&c1&c0) + (c3&c2&~c1&c0));
        assign display[3] = ~((~c3&~c2&~c1&~c0) + (~c3&~c2&c1&~c0) + (~c3&~c2&c1&c0) + (~c3&c2&~c1&c0) + (~c3&c2&c1&~c0) + (c3&~c2&~c1&~c0) + (c3&~c2&~c1&c0) + (c3&~c2&c1&c0) + (c3&c2&~c1&~c0) + (c3&c2&~c1&c0) + (c3&c2&c1&~c0));
        assign display[4] = ~((~c3&~c2&~c1&~c0) + (~c3&~c2&c1&~c0) + (~c3&c2&c1&~c0) + (c3&~c2&~c1&~c0) + (c3&~c2&c1&~c0) + (c3&~c2&c1&c0) + (c3&c2&~c1&~c0) + (c3&c2&~c1&c0) + (c3&c2&c1&~c0) + (c3&c2&c1&c0));
        assign display[5] = ~((~c3&~c2&~c1&~c0) + (~c3&c2&~c1&~c0) + (~c3&c2&~c1&c0) + (~c3&c2&c1&~c0) + (c3&~c2&~c1&~c0) + (c3&~c2&~c1&c0) + (c3&~c2&c1&~c0) + (c3&~c2&c1&c0) + (c3&c2&~c1&~c0) + (c3&c2&c1&~c0) + (c3&c2&c1&c0));
        assign display[6] = ~((~c3&~c2&c1&~c0) + (~c3&~c2&c1&c0) + (~c3&c2&~c1&~c0) + (~c3&c2&~c1&c0) + (~c3&c2&c1&~c0) + (c3&~c2&~c1&~c0) + (c3&~c2&~c1&c0) + (c3&~c2&c1&~c0) + (c3&~c2&c1&c0) + (c3&c2&~c1&c0) + (c3&c2&c1&~c0) + (c3&c2&c1&c0));
endmodule 
</file>
==> reports/metrics.cfg <==
[pwr]
power_uw=115
leakagePower_uw=0.000217
irDropWorstVdd_mv=0.0952
power_frac_clock_pct=0
p_seq_share_pct=0
power_switching_share_pct=45.5
p_comb_share_pct=100.0
power_density_nw_per_um2=251
switchingPower_uw=52.5
p_int_uw=62.8

[job]
max_cap_viol_count=0
warning_count=33

[floorplan]
io_pins=11
die_w_um=80
chipArea_sq_um=6400
die_h_um=80
row_count=21
fp_util_pct=6.41
core_area_sq_um=3420

[final_layout]
seq_area_sq_um=0
layout-drive-gt1-share_pct=53.2
fin_cells=93
layout_top_cells=buf_4 (9), dlygate4sd2_1 (5), nand2_1 (3), buf_6 (3)
fillers=404
num-clock-buffers=0
area_delta_synth_final_pct=110
flop-count=0
final_common_cell=buf_4

[synthesis]
syn_area_per_cell_sq_um=7.06
ys_chip_area_sq_um=219
syn_inst=31
synth_top_area_share_pct=15.4
yosys.area.top_type=buf_6
synth.cell_area_sq_um=219
synthTopCellsByArea=buf_6 (15%), nand2b_4 (13%), nand3_1 (9.1%), xor2_1 (8.0%), clkbuf_8 (6.3%)
ys.warnings.count=4
yosysSeqAreaShare_pct=0
yosys_cells=31
synth.distinct_cells=19

[timing]
finalCriticalPeriod_ns=1.56
maxSlewHeadroom_pct=86.2
fin_crit_sh_pct=97.4
setup_viol=0
rsz0062_at_grt=no
fmax_ghz=0.642
worstMarginPinSlew_ns=0.205
setup_slack_ns=0.0412
hold_violations=0
setup_tns_ns=0
slew_violations=0

[route]
wl_per_cell_um=9.27
vias_per_cell=2.95
drt-total-wl_um=862
drtAntennaViolNets=0
firstDrtPassIters=2
route.detailed.drc=0
drt-initial-drc-count=5
antenna_cells=0
dr_total_vias=274

[grt]
grt_usage_pct=2.56
antenna_found_initial=0
grt_pass1_vias=294
grt-ovfl-total=0
grt_max_degree=9
grt_pass1_wl_um=1370

[setup_path]
cp_max_fo=6
critPathLaunchType=primary input
cp.required_ns=1.28
cp.arrival_ns=1.24
end_kind=output port
critical_path_class=in -> out

[placed_design]
gp_congestion=0.752
place_inst=90
portBuffers=11
dpl_worst_slack_ns=-0.683
dp_hpwl_um=632

[status]
status=completed

[min_path]
whs_path_depth=4
hold_path.class=in -> out

[synth_stat cells, drive strengths merged]
master	count
a31oi	1
a22o	1
clkbuf	1
nand2b	2
nor2	1
xor2	2
o31ai	1
inv	3
nand2	3
nand3	4
a21oi	1
o21ai	4
o2bb2ai	1
nor3	1
o311ai	1
buf	3
o22ai	1
[layout make-up]
type | count | area, sq um | share of cell area [%]
Tap cell | 46 | 57.6 | 12.5
Multi-Input combinational cell | 24 | 218 | 47.4
Inverter | 3 | 11.3 | 2.45
Timing Repair Buffer | 20 | 173 | 37.6
[critical path, stage by stage]
cell,delay (ns)
buf_4,0.14
buf_6,0.12
buf_4,0.14
a21oi_1,0.15
o22ai_2,0.10
dlygate4sd2_1,0.26
[path summary, 6_finish.rpt]
kind | endpoint | from
max | display[4] | c[1]
min | display[5] | c[0]
[kinds of logic (layout without fill, tap and decap cells)]
kind of cell	count (synthesis)	count (layout)	synth area share, %
XOR/XNOR	2	2	8.00
AND-OR/OR-AND	11	11	34.3
buffers and inverters	7	23	26.9
AND/OR/NAND/NOR	11	11	30.9
[through the flow]
step                instance area, sq um  hold WS (ns)  util, %
finish                               459          1.06     13.4
floorplan                            219         0.769        -
detailed placement                   384          1.74     11.2
global route                         459          1.09     13.4
CTS                                  425          1.17     12.5
global placement                     384          1.72     11.2
[layer usage]
metal	routed length, um	up-vias	global-route usage [%]
met1	516	119	4.35
li1	-	144	-
met2	265	11	3.05
met3	80	0	0.795
met4	0	0	0
met5	0	-	0
[what timing repair did]
item                       in CTS  in global routing
buffers inserted                2                  1
resized                        36                  7
setup endpoints to repair       7                  2
hold buffers                    0                  0
pin swaps                       4                  1
[power by group through the flow]
stage         Clock (uW)  Sequential [uW]  Combinational (uW)
finish                 0                0                 115
global route           0                0                 126
CTS                    0                0                 106
